`design/flow/design.v`:
```
module priority16to4(w,z,y);
input [15:0] w;
output reg z;
output reg [3:0] y;
always @(*) begin
    y = 4'bx;
    z = 0;
    for (integer i = 0; i<16; i++) begin
        if(w[i]==1)begin
            y = i;
            z = 1;
        end
    end
end
endmodule
```
`design/flow/run.sh`:
```
#!/bin/bash
# OpenROAD 26Q1-2900-gdf79404cd8, Yosys 0.63+post, stock flow scripts
make -C /OpenROAD-flow-scripts/flow DESIGN_CONFIG=/design/flow/config.mk WORK_HOME=/design/flow/orfs finish
```
`design/flow/config.mk`:
```
export PLATFORM = sky130hd
export DESIGN_NAME = priority16to4
export DESIGN_NICKNAME = priority16to4
export VERILOG_FILES = /design/flow/design.v
export SDC_FILE = /design/flow/constraint.sdc
export NUM_CORES = 4
export LEC_CHECK = 1
export CORE_AREA = 10 10 70 70
export DIE_AREA = 0 0 80 80
```
`design/flow/constraint.sdc`:
```
current_design priority16to4

set clk_period 1.9
set clk_io_pct 0.2

create_clock -name clk0 -period $clk_period

set non_clock_inputs [all_inputs -no_clocks]
set_input_delay [expr $clk_period * $clk_io_pct] -clock clk0 $non_clock_inputs
set_output_delay [expr $clk_period * $clk_io_pct] -clock clk0 [all_outputs]
```
==> impl_metrics.yaml <==
# generated from flow reports
synth:
  mux_area_share_pct: 0
  ys_sh_xor_pct: 0
  synth_cell_types: 15
  synth_top_area_share_pct: 18.6
  netlist_area_um2: 161
  synth_cells: 29
  syn_area_per_cell_um2: 5.57
  largest_area_cell: "nor2_1"
  simple_gate_share_pct: 69.0
  ys_cells: 29
  adder_share_pct: 0
  ys_area_um2: 161
  synth_seq_share_pct: 0
  compound_area_share_pct: 28.7
  topCellsByArea: "nor2_1 19%, nor4_1 16%, nand2b_1 12%"
  yosysWarnings: 1
  synth.logic.top_family: "simple AND/OR/NAND/NOR gates"
floorplan:
  fp_util_pct: 4.73
  fp.dieH_um: 80
  num_rows: 21
  io_pins: 21
  dieArea_um2: 6400
  core_area_um2: 3420
  dieWidth_um: 80
drt:
  drt-pass1-iter-count: 4
  drt-initial-drc-count: 12
  viasPerCell: 3.15
  drt-total-wl_um: 946
  postRouteAntennaNets: 0
  drc_errors: 0
  num_antenna_cells: 0
  wl_per_cell_um: 9.10
  vias: 328
layout:
  fin_area_um2: 477
  regArea_um2: 0
  area_growth_pct: 195
  fillers: 390
  design.seq.count: 0
  num-clock-buffers: 0
  final_cell_mix: "11 x dlygate4sd2_1, 8 x nor2_1, 8 x buf_4"
  final-comb-area_um2: 189
  final_util_pct: 14.0
  final_common_cell: "dlygate4sd2_1"
  drive_gt1_share_pct: 32.8
worst_setup_path:
  end_kind: "output port"
  cp_slowest_stage_delay_ps: 400
  worstPathArrival_ps: 1450
  slowest_stage: "clkdlybuf4s50_1"
  path_delay_family: "buffers and inverters"
  cp-startpoint: "w[12]"
  crit_fanout: 3
  path_buffers: 3
  path_cells: "clkdlybuf4s15_1, nor4_2, buf_4, nand2_1, clkdlybuf4s50_1"
  worstPathRequired_ps: 1520
  critical_path_class: "in -> out"
  startpoint_type: "input pin"
grt:
  grt_pass1_vias: 363
  grt_pass1_wl_mm: 1.57
  grt_remaining_overflow: 0
  antenna_found_initial: 0
  track_usage_pct: 2.86
  grt_max_degree: 5
worst_hold_path:
  hold_path_depth: 5
  hp-start: "w[13]"
  hp-class: "in -> out"
  whs_endpoint: "y[1]"
pwr:
  power_uw: 68.6
  power.leakage_uw: 0.000179
  power_density_nw_per_um2: 144
  ir_drop_mv: 0.0164
final_timing:
  whs_ps: 1150
  worst_pin_slew_ps: 234
  max_slew_margin_pct: 84.2
  drv_slew: 0
  final-setup-viol-count: 0
  min_period_ps: 1830
  fmax_mhz: 547
  hold_viol: 0
  period_used_pct: 96.2
clock_tree:
  cts_setup_buffers: 0
  hold_buffers: 0
placement:
  placed_cell_area_um2: 489
  io_buffers: 21
  dp_hpwl_um: 840
  gp_congestion: 0.784
flow_run:
  cap_violations: 0
  warnings: 32
status:
  status: "finished, final reports clean"
==> per-stage QoR <==
| stage | std cells | TNS, ps | setup WS [ps] |
|---|---|---|---|
| global route | 104 | -63.5 | -63.5 |
| detailed placement | 104 | -1770 | -459 |
| global placement | 104 | -1780 | -429 |
| finish | 104 | 0 | 72.2 |
| CTS | 104 | 0 | 4.56 |
| floorplan | 29 | 0 | 502 |
==> where the power goes <==
part	switching, µW	internal (µW)	leakage [µW]	total, µW
Combinational	28.6	40.1	0.000179	68.6
Sequential	0	0	0	0
Clock	0	0	0	0
Total	28.6	40.1	0.000179	68.6
==> metal layers <==
metal,routed length (µm),vias to the layer above,part of all wire [%],track usage [%]
met5,0,-,0,0
li1,-,169,-,-
met1,344,149,36,3.23
met2,492,10,52,5.54
met4,0,0,0,0
met3,109,0,12,0.682
==> layout make-up <==
class	instances	share of cell area (%)
tap	46	12.1
timing repair buffer	29	47.5
multi-input combinational	28	39.6
inverter	1	0.787
==> logic make-up after synthesis <==
group / count (synthesis)
buffers and inverters: 1
AOI/OAI and AO/OA: 6
and+or+nand+nor: 22
==> cells in the mapped netlist <==
cell	n
nor2_1	8
nor4_1	4
or3b_1	1
inv_1	1
o21ai_0	1
a31oi_1	1
nor2b_1	1
a221o_1	1
o31a_1	1
nand2b_1	3
nand2_1	3
a311oi_1	1
o211ai_1	1
nor3_1	1
nand4_1	1
==> worst max-delay path by stage <==
stage / slack, ps / cells past startpoint / to
4_1_cts: 5 / 5 / y[0]
5_1_grt: -60 / 5 / y[3]
6_report: 70 / 5 / y[3]
==> timing repair <==
item | 4_1_cts | 5_1_grt
resized | 35 | 6
endpoints found under the setup margin | 5 | 3
pin swaps | 7 | 4
cloned | 0 | 0
Power figures rest on the tool's default switching activity, not on a simulated workload.
