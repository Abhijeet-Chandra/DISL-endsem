==> ./design.v <==
module dec3to8For(w,en,y);
input [2:0] w;
input en;
output reg [0:7]y;
always @(*) begin
    if (en == 0)
        y = 8'b00000000;
    else begin
        for (integer i = 0; i < 8; i = i + 1) begin
            if (w == i)
                y[i] = 1'b1;
            else
                y[i] = 1'b0;
        end
    end
end
endmodule
module dec4to16(w,en,y);
input [3:0] w;
input en;
output [0:15]y;
dec3to8For dec3to8For_1(w[2:0],(~w[3]&en),y[0:7]);
dec3to8For dec3to8For_2(w[2:0],(w[3]&en),y[8:15]);
endmodule
==> ./run.sh <==
#!/bin/bash
# OpenROAD 26Q1-2900-gdf79404cd8, Yosys 0.63+post, stock flow scripts
make -C /OpenROAD-flow-scripts/flow DESIGN_CONFIG=/design/flow/config.mk WORK_HOME=/design/flow/orfs finish
==> ./config.mk <==
export PLATFORM = sky130hd
export DESIGN_NAME = dec4to16
export DESIGN_NICKNAME = dec4to16
export VERILOG_FILES = /design/flow/design.v
export SDC_FILE = /design/flow/constraint.sdc
export NUM_CORES = 4
export LEC_CHECK = 1
export CORE_AREA = 10 10 70 70
export DIE_AREA = 0 0 80 80
==> ./constraint.sdc <==
current_design dec4to16

set clk_period 1.2
set clk_io_pct 0.2

create_clock -name clk0 -period $clk_period

set non_clock_inputs [all_inputs -no_clocks]
set_input_delay [expr $clk_period * $clk_io_pct] -clock clk0 $non_clock_inputs
set_output_delay [expr $clk_period * $clk_io_pct] -clock clk0 [all_outputs]
==> Slide: Implementation Results <==
Key Metrics from the Run

Die
  – Die width: 80 microns
  – Placement row count: 21
  – Total core area: 3416 sq um
  – # IOs: 21
  – Chip area: 6400 sq um
  – Init Core Util: 3.516%
  – Die Ht: 80 microns

Synth
  – Largest cells by area: nor2_1 (34%), nor3_1 (13%), nand3b_1 (13%)
  – Sequential-to-total area share from yosys stat: 0%
  – Post-synthesis compound-gate area fraction: 0%
  – Max-area cell share: 34.38%
  – Distinct lib cells used: 9
  – Dominant kind of combinational cell: simple AND/OR/NAND/NOR gates
  – Simple Share, Synth: 100.0%
  – Ys Warns: 1
  – Yosys Chip Area: 120.1 sq um
  – Mux share: 0%
  – Yosys Instances: 23
  – Synth Area in XOR/XNOR: 0%
  – Synth Instances: 23
  – Leading area contributor after synthesis: nor2_1
  – Fa+ha+maj area frac: 0%
  – Synthesized area: 120.1 sq um
  – Syn Area/Cell: 5.222 sq um

Place
  – IO Port Bufs: 21
  – Dpl hpwl: 754 microns
  – Placed cell area: 395.4 sq um
  – Placed Instances: 91
  – Pre-CTS worst setup slack: -0.8293 ns
  – Gp weighted congestion: 0.7042

Power
  – Clock power share: 0%
  – Design internal power: 75.82 uW
  – Total chip power: 129.4 uW
  – Pwr/cell area: 226.3 nW/um^2
  – Sequential Power Share: 0%
  – Switching Share: 41.40%
  – Leakage: 0.2551 nW
  – Logic pwr share: 100.0%
  – Peak VDD IR: 0.00004265 V
  – Switching Power: 53.57 uW

Drt
  – WL per Instance: 9.533 microns
  – ANT nets after route: 0
  – Via density: 2.829
  – Initial detailed-routing violation count: 2
  – Antenna diodes: 0
  – Routed wire length: 1001 microns
  – DR pass1 iterations: 2
  – DRC: 0
  – Vias: 297

Layout
  – Post-layout util: 16.74%
  – Top cell excl fill/tap: buf_2
  – Non-filler cells, final: 105
  – Proportion of layout cells with a drive suffix above 1: 88.14%
  – Design Area, Final: 571.8 sq um
  – P&R area growth vs syn: 376.0%
  – Flops: 0
  – # fillers: 391
  – Clock buf count: 0
  – Most frequent cells in the layout: buf_2 (11), buf_4 (9), buf_6 (8)
  – Reg area: 0 sq um

Setup path
  – Critical Path AT: 1.09 ns
  – Worst-path maximum fanout: 3
  – Startpoint types: input port
  – Req. time, crit path: 0.96 ns
  – Worst setup EP type: output port
  – Critical path class: in -> out

Final timing
  – Worst-Margin Slew: 0.1784 ns
  – Crit path time final: 1.330 ns
  – Post-layout period usage: 110.8%
  – Hold Slack: 0.7467 ns
  – Total Neg Setup Slack: -0.4168 ns
  – RSZ-0062 raised after global routing: yes
  – Setup WS post-layout: -0.1301 ns
  – Final setup viols: 4
  – Slew Viols, Final: 0
  – Slew Limit Headroom: 88.07%
  – Fmax: 751.8 MHz
  – Hold Fails Final Rpt: 0

Global route
  – Largest net degree at the start of global routing: 8
  – First-pass GRT wire length: 1518 microns
  – Total gr overflow: 0
  – Initial antenna violation count: 0
  – Total track usage: 2.932%
  – Vias in the first global route: 260

Worst hold path
  – Worst min-delay path class: in -> out

Flow run
  – Tool Warnings: 34
  – Max_cap viols: 0

Run status
  – Failing checks: setup timing
  – Outcome: finished, violations left
[cell type report]
class | instances | area [sq um] | share of cell area [%]
Timing Repair Buffer | 36 | 300.3 | 52.52
Multi-Input combinational cell | 23 | 214.0 | 37.42
Tap cell | 46 | 57.56 | 10.07
[power by group through the flow]
stage     clock (mW)  combinational (mW)  sequential, mW
6_report           0               0.129               0
5_1_grt            0               0.138               0
4_1_cts            0               0.113               0
[Yosys cell counts]
cell type,instances
nand2_1,1
nor2_2,1
nand2b_1,2
nor3_2,1
or3b_4,1
nor2_1,11
nor3_1,3
nand3b_1,2
nand3_1,1
[kinds of logic (layout without fill, tap and decap cells)]
kind of cell	count (synthesis)	after routing
AND/OR/NAND/NOR	23	23
buffers and inverters	0	36
[final timing paths]
check	end	cells after the start	from	slack (ns)
hold / removal	y[12]	3	w[1]	0.75
setup / recovery	y[0]	5	w[2]	-0.13
[critical path, stage by stage]
cell and delay (ns):
buf_8 0.10, or3b_4 0.42, buf_6 0.13, nor3_2 0.08, buf_2 0.12
[what timing repair did]
action | in CTS | in global routing
setup buffers | 13 | 1
gates cloned | 0 | 0
pin swaps | 18 | 9
hold buffers | 0 | 0
gates resized | 92 | 11
setup endpoints to repair | 16 | 12
[metal layers]
metal  part of all wire, %  wire length, microns  vias up  GRT usage (%)
met2                    53                   527       12          5.457
met1                    37                   369      130          3.428
met5                     0                     0        -              0
li1                      -                     -      155              -
met3                    10                   104        0         0.7955
met4                     0                     0        0              0
Power figures rest on the tool's default switching activity, not on a simulated workload.
