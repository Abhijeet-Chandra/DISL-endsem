===== ./run.sh =====
#!/bin/bash
# OpenROAD 26Q1-2900-gdf79404cd8, Yosys 0.63+post, stock flow scripts
make -C /OpenROAD-flow-scripts/flow DESIGN_CONFIG=/design/flow/config.mk WORK_HOME=/design/flow/orfs finish

===== ./config.mk =====
export PLATFORM = sky130hd
export DESIGN_NAME = Q
export DESIGN_NICKNAME = Q
export VERILOG_FILES = /design/flow/design.v
export SDC_FILE = /design/flow/constraint.sdc
export NUM_CORES = 4
export LEC_CHECK = 1
export CORE_AREA = 10 10 70 70
export DIE_AREA = 0 0 80 80

===== ./constraint.sdc =====
current_design Q

set clk_period 2.2
set clk_io_pct 0.2

create_clock -name clk0 -period $clk_period [get_ports {clk}]

set non_clock_inputs [all_inputs -no_clocks]
set_input_delay [expr $clk_period * $clk_io_pct] -clock clk0 $non_clock_inputs
set_output_delay [expr $clk_period * $clk_io_pct] -clock clk0 [all_outputs]

===== ./design.v =====
module DFF(D,clk,Q,reset,preset);
input D,clk,reset,preset;
output reg Q;
always @(posedge clk, posedge reset, posedge preset) begin
    if(reset) Q<=0;
    else if(preset) Q<=1'b1;
    else begin
        Q<=D;
    end
end
endmodule
module fulladder(a,b,cin,s,cout);
input a,b,cin;
output s,cout;
assign s = a^b^cin;
assign cout = (a&b)|(b&cin)|(a&cin);
endmodule
module addsub(a,b,ctrl,s,cout);
input [2:0] a,b;
input ctrl;
output [2:0] s;
output cout;
wire [1:0]c;
fulladder fulladder1(a[0],b[0]^ctrl,ctrl,s[0],c[0]);
fulladder fulladder2(a[1],b[1]^ctrl,c[0],s[1],c[1]);
fulladder fulladder3(a[2],b[2]^ctrl,c[1],s[2],cout);
endmodule
module MUX4to1Con(A,B,s,f);
input [2:0]A,B;
input [1:0] s;
output reg [2:0]f;
wire [2:0] sum, diff;
wire c1,c2;
addsub addsub_ins(A,B,1'b0,sum,c1);
addsub addsub_ins1(A,B,1'b1,diff,c2);
always @(*) begin
    if(s==0) f = sum;
    else if(s==1)f = diff;
    else if(s==2) f = A&B;
    else f = A|B;
end
endmodule
module Q(A,B,clk,reset,f);
input [2:0]A,B;
input clk, reset;
output [2:0]f;
wire Dm,Dn,M,N;
assign Dm = M^N;
assign Dn = ~N;
DFF DFF_1(Dm,clk,M,reset);
DFF DFF_2(Dn,clk,N,reset);
MUX4to1Con MUX4to1Con_ins(A,B,{M,N},f);
endmodule

==> results_dict.tcl <==
# implementation run metrics
set metrics [dict create \
    yosys-stat-area_um2 359 \
    grt_pass1_vias 322 \
    leakagePower_nw 0.288 \
    core_area_um2 3420 \
    drt_iter0_drc 0 \
    lay_top_count "inv_1" \
    overflow 0 \
    final.setup.tns_ps 0 \
    crit_family "buffers and inverters" \
    finish.utilization_pct 17.3 \
    fill_cells 401 \
    portBuffers 10 \
    lay_top_cells "inv_1 (9), ha_1 (8), buf_4 (4)" \
    rows 21 \
    cts_root_buffer "clkbuf_4" \
    p_total_uw 190 \
    synth_cell_types 15 \
    power_density_nw_per_um2 321 \
    dr.pass1.iters 1 \
    rr_worst_depth 2 \
    syn_inst 40 \
    grt_antenna_before_repair 0 \
    area_growth_pct 64.8 \
    ys_seq_share_pct 13.9 \
    clk_pin_slew_worst_paths_ps 30 \
    cts_hold_buf 0 \
    syn_avg_cell_area_um2 8.98 \
    ys_ff 2 \
    fp_util_pct 10.5 \
    critical-path-max-stage-delay_ps 390 \
    die_y_um 80 \
    reg2reg_to "DFF_1.Q" \
    placed_cell_area_um2 532 \
    clockBufferDepth 2 \
    vdd.ir_drop.worst_mv 0.184 \
    ys_cells 40 \
    crit-reg2reg-launch "DFF_2.Q" \
    synthFlopType "dfrtp_1" \
    end_kind "output port" \
    cp-start-kind "input port" \
    layout-drive-gt1-share_pct 35.1 \
    design_area_um2 592 \
    dp_hpwl_um 676 \
    vias 305 \
    clk_latency_ps 220 \
    timing.final.ws_setup_ps 66.0 \
    finalHoldViolCount 0 \
    dpl.cell_count 98 \
    max_slew_margin_pct 83.9 \
    grtUsageTotal_pct 2.46 \
    cts_tree "yes" \
    r2r_slack_ps 1390 \
    crit_buf_inv 2 \
    tightestPinTransition_ps 240 \
    cap_violations 0 \
    cts_buffers 3 \
    warnings 32 \
    yosys.area.top_type "ha_1" \
    synthTopCellsByArea "ha_1 (35%), dfrtp_1 (14%), inv_1 (11%)" \
    drc 0 \
    grt_pass1_wl_um 1260 \
    cts_htree_levels 1 \
    wire_per_inst_um 7.62 \
    dieArea_um2 6400 \
    required_ps 1760 \
    die_w_um 80 \
    fin_skew_ps 0.287 \
    edf_count 0 \
    setup_viol 0 \
    drtAntennaViolNets 0 \
    fin_cells 103 \
    ios 11 \
    crit_fanout 4 \
    fin_crit_ps 2130 \
    ys_warn_count 5 \
    drt_wl_total_um 785 \
    cp_cell_sequence "dlygate4sd2_1 -> fa_2 -> xnor2_2 -> o311ai_2 -> buf_2" \
    synthArstFlopShare_pct 100 \
    clock.fmax_mhz 469 \
    clock-sinks 2 \
    viasPerCell 2.96 \
    slowest_stage "fa_2" \
    slew_violations 0 \
    crit_type "input port to output port" \
    rsz0062_at_grt "no" \
    worstPathArrival_ps 1690 \
    dpl_worst_slack_ps -736 \
    period_used_pct 97.0 \
    grt_max_degree 6 \
    whs_ps 367 \
    n_antenna_cell 0 \
    worstHoldPathType "input port to async pin" \
    run_status "finished, final reports clean" \
    gpl.final_weighted_congestion 0.789 \
    synth.top_cell.area_share_pct 34.8 \
    syn_area_um2 359 \
]
timing repair:
action | in CTS | in global routing
buffers inserted | 2 | 0
endpoints found under the setup margin | 3 | 3
gates resized | 18 | 10
pin swaps | 4 | 3
kinds of logic (layout without fill, tap and decap cells):
kind of cell             after synthesis  count (layout)  synth area share (%)
flip-flops                             2               2                  13.9
XOR/XNOR                               2               2                  4.88
adder cells (fa/ha/maj)               12              12                  46.0
AND-OR/OR-AND                          5               5                  11.8
AND/OR/NAND/NOR                        7               7                  9.06
buffers and inverters                 11              28                  11.5
multiplexers                           1               1                  2.79
cells in the mapped netlist, drive strengths merged (2+ instances only):
cell type and n:
nand2 2, nor2 2, ha 10, a21oi 2, fa 2, inv 11
nand2b 2, dfrtp 2
routing by layer:
layer	track usage [%]	vias to the layer above	routed length, µm
met2	4.33	5	414
met1	2.61	142	321
met5	0	-	0
met3	1.02	0	49
li1	-	158	-
met4	0.704	0	0
how the worst max path moves through the flow:
stage         startpoint  endpoint  slack [ps]  depth (start not counted)
CTS                 A[2]      f[2]        0.03                          6
global route        A[0]      f[2]          10                          7
finish              B[1]      f[2]          70                          5
state kept, by name (all words and copies together), names as in the netlist:
register	count
DFF_1.Q	1
DFF_2.Q	1
final cells by class:
cell class / count / area (µm²) / share of cell area (%)
multi-input combinational: 27 / 309 / 52.2
timing repair buffer: 14 / 111 / 18.8
clock buffer: 3 / 22.5 / 3.81
sequential: 2 / 50.0 / 8.46
tap: 46 / 57.6 / 9.73
inverter: 11 / 41.3 / 6.98
where the power goes:
group / switching, mW / internal (mW) / total [mW]
Sequential: 0 / 0.0371 / 0.0371
Clock: 0.0212 / 0.0602 / 0.0814
Combinational: 0.0286 / 0.0430 / 0.0716
Total: 0.0498 / 0.140 / 0.190
Power figures rest on the tool's default switching activity, not on a simulated workload.
